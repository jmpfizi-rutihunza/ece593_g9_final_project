--- flow/config.mk ---
export PLATFORM = sky130hd
export DESIGN_NAME = generator
export DESIGN_NICKNAME = generator
export VERILOG_FILES = /design/flow/design.v
export SDC_FILE = /design/flow/constraint.sdc
export NUM_CORES = 4
export LEC_CHECK = 1
export CORE_AREA = 10 10 70 70
export DIE_AREA = 0 0 80 80
--- flow/constraint.sdc ---
current_design generator

set clk_period 1.4
set clk_io_pct 0.2

create_clock -name clk0 -period $clk_period [get_ports {clk}]

set non_clock_inputs [all_inputs -no_clocks]
set_input_delay [expr $clk_period * $clk_io_pct] -clock clk0 $non_clock_inputs
set_output_delay [expr $clk_period * $clk_io_pct] -clock clk0 [all_outputs]
--- flow/design.v ---
module generator #(
  parameter int CORE_ID = 0,
  parameter int AW      = 11,   
  parameter int DW      = 8
)(
  input  logic          clk,
  input  logic          rst_n,
  output logic          req,
  output logic          we,
  output logic [AW-1:0] addr,
  output logic [DW-1:0] wdata,
  input  logic          gnt,
  input  logic          rvalid,
  input  logic [DW-1:0] rdata,
  output logic          done,
  output logic          pass
);
  logic [AW-1:0] my_addr;
  logic [DW-1:0] my_data;
  assign my_addr = 11'h040 + logic'(CORE_ID);
  assign my_data = 8'hA0    + logic'(CORE_ID);
  typedef enum logic [2:0] {
    IDLE,
    WRITE_REQ,
    WRITE_WAIT,
    READ_REQ,
    READ_WAIT,
    DONE
  } state_t;
  state_t state, next_state;
  logic [DW-1:0] read_back;
  always_comb begin
    req  = 1'b0;
    we   = 1'b0;
    addr = my_addr;
    wdata= my_data;
    done = 1'b0;
    pass = 1'b0;
    next_state = state;
    case (state)
      IDLE: next_state = WRITE_REQ;
      WRITE_REQ: begin
        req = 1'b1; we = 1'b1;
        next_state = WRITE_WAIT;
      end
      WRITE_WAIT: begin
        req = 1'b1; we = 1'b1;
        if (gnt) next_state = READ_REQ;
      end
      READ_REQ: begin
        req = 1'b1; we = 1'b0;
        next_state = READ_WAIT;
      end
      READ_WAIT: begin
        req = 1'b1; we = 1'b0;
        if (gnt && rvalid) next_state = DONE;
      end
      DONE: begin
        done = 1'b1;
        pass = (read_back == my_data);
        next_state = DONE;
      end
      default: next_state = IDLE;
    endcase
  end
  always_ff @(posedge clk or negedge rst_n) begin
    if (!rst_n) begin
      state <= IDLE;
      read_back <= '0;
    end else begin
      state <= next_state;
      if (rvalid) read_back <= rdata;
    end
  end
endmodule
--- flow/run.sh ---
#!/bin/bash
# OpenROAD 26Q1-2900-gdf79404cd8, Yosys 0.63+post, stock flow scripts
make -C /OpenROAD-flow-scripts/flow DESIGN_CONFIG=/design/flow/config.mk WORK_HOME=/design/flow/orfs finish
==> results.py <==
# Auto-generated metrics
metrics = {
    "worst_setup_path": {
        "rrSetupSlack_ns": 0.49,
        "timing.rr.end": "read_back[6]",
        "crit_buf_inv": 1,
        "crit_path_end_kind": "output pin",
        "crit_required_ns": 1.12,
        "critPathTopFamily": "simple AND/OR/NAND/NOR gates",
        "crit_path_max_fanout": 2,
        "r2r_cells": 2,
        "critPathSlowestCell": "dfrtp_1",
        "r2r-start": "read_back[6]",
        "startpoint": "state[2]",
        "crit_arrival_ns": 1.29,
        "crit_path_end": "req",
        "start_kind": "register",
        "max_stage_delay_ns": 0.37,
        "cp_num_cells": 3,
        "critical_path_class": "register to output pin",
        "worstPathCellList": "or2_1 -> or3_1 -> buf_2",
    },
    "pwr": {
        "p_clk_share_pct": 32.6,
        "p_comb_share_pct": 13.5,
        "p_leak_nw": 0.411,
        "ir_drop_mv": 0.496,
        "p_sw_w": 0.000168,
        "powerDensity_nw_per_um2": 932,
        "p_seq_share_pct": 53.9,
        "internal_power_w": 0.000672,
        "p_sw_share_pct": 20.0,
    },
    "timing": {
        "setup_ws_ns": -0.167,
        "fmax_mhz": 638,
        "finalHoldViolCount": 0,
        "finalClockSkew_ns": 0.00208,
        "fin_crit_sh_pct": 112,
        "fin_crit_ns": 1.57,
        "rsz0062_at_grt": "true",
        "final_max_slew_viol_count": 0,
        "setup_viol": 3,
    },
    "clock_network": {
        "root_buffer": "clkbuf_4",
        "clock_insertion_delay_worst_skew_ns": 0.27,
        "cts_tree": "yes",
        "cts_buffers": 3,
        "clkTransAtPathRegs_ns": 0.08,
        "clk_path_buf_depth": 2,
        "h-tree-depth": 1,
        "clock_sinks": 14,
    },
    "logic_synthesis": {
        "adder_share_pct": 0,
        "syn_area_um2": 673,
        "ys_cells": 56,
        "ys_seq_share_pct": 52.2,
        "ys.flops": 14,
        "compound_area_share_pct": 3.53,
        "xor_share_pct": 0,
        "simple_gate_share_pct": 7.25,
        "ys_chip_area_um2": 673,
        "synth.logic.top_family": "buffers and inverters",
        "synth_cell_types": 16,
        "syn_area_per_cell_um2": 12.0,
        "synth_warnings": 1,
        "mux_share_pct": 13.4,
        "synthCells": 56,
    },
    "grt": {
        "grt_pass1_vias": 464,
        "antenna_found_initial": 0,
        "grtUsageTotal_pct": 4.17,
        "overflow": 0,
        "grt_pass1_wl_um": 2140,
        "grt_max_degree": 15,
    },
    "placement": {
        "dpl.hpwl_um": 1080,
        "place_congestion": 0.688,
        "dp_slack_ns": -0.286,
        "port_buffers": 15,
        "dp_cells": 120,
    },
    "die": {
        "die_w_um": 80,
        "core_um2": 3420,
        "die_area_um2": 6400,
        "io_pins": 35,
        "rows": 21,
        "dieHeight_um": 80,
        "fp-utilization_pct": 19.7,
    },
    "route": {
        "diodes": 0,
        "first_iter_violations": 5,
        "drcViolationCount": 0,
        "postRouteAntennaNets": 0,
        "wl_per_cell_um": 10.0,
        "wirelength_um": 1260,
        "vias": 404,
        "dr.pass1.iters": 2,
        "via_per_inst": 3.21,
    },
    "cells_and_area": {
        "post_route_cells_drive_above_1_share_pct": 20.0,
        "final_cell_mix": "20 x conb_1, 13 x dfrtp_1, 11 x clkdlybuf4s50_1, 8 x mux2_1, 5 x buf_4",
        "seqCellArea_um2": 352,
        "n_fill_cell": 368,
        "fin_cells": 126,
        "multiInputGateArea_um2": 244,
        "syn2layout_area_growth_pct": 34.0,
        "lay_top_count": "conb_1",
    },
    "job": {
        "tool_warnings": 27,
        "cap_violations": 0,
    },
    "outcome": {
        "outcome": "complete, but fails checks",
        "violations": "negative setup slack",
    },
    "hold_path": {
        "hp-class": "input pin to async pin",
    },
}
==> registers in the layout, summed over array words and instances (netlist names) <==
register   count
state          6
read_back      8
==> metal layers <==
layer | vias up | share of wire (%) | track usage [%]
li1 | 196 | - | -
met1 | 189 | 44 | 5.03
met2 | 17 | 46 | 6.34
met3 | 2 | 9.5 | 2.73
met4 | 0 | 0.48 | 0.352
met5 | - | 0 | 0
==> cell families (layout without fill, tap and decap cells) <==
| logic type | after synthesis | in the layout |
|---|---|---|
| buffers and inverters | 21 | 27 |
| DFF | 14 | 14 |
| muxes | 8 | 8 |
| and+or+nand+nor | 8 | 8 |
| AOI/OAI and AO/OA | 3 | 3 |
| other | 2 | 20 |
==> worst register-to-register path, cell delays in order (launching register included) <==
cell and delay, ns:
dfrtp_1 0.39, buf_4 0.13, mux2_1 0.27
==> cells in the mapped netlist <==
master    instances  share of area [%]
a21o_1            2                2.2
a31o_1            1                1.3
and2_1            1               0.93
and4_1            1                1.3
buf_2             1               0.74
buf_4            19                 21
conb_1            2                1.1
dfrtp_1          13                 48
dfstp_2           1                3.9
inv_1             1               0.56
mux2_1            8                 13
nand2_1           1               0.56
nor2_1            2                1.1
nor4bb_1          1                1.5
or2_1             1               0.93
or3_1             1               0.93
==> stage by stage <==
stage | hold WS (ns) | total power [W] | area [µm²] | util, % | setup TNS [ns]
floorplan | -0.0156 | 0.000530 | 741 | - | 0
global placement | 0.380 | 0.000567 | 851 | 24.9 | -0.488
detailed placement | 0.381 | 0.000569 | 851 | 24.9 | -0.490
CTS | 0.305 | 0.000859 | 891 | 26.1 | -0.462
global route | 0.319 | 0.000901 | 902 | 26.4 | -0.707
finish | 0.316 | 0.000841 | 902 | 26.4 | -0.372
==> cell type report <==
cell class | instances | share of cell area (%)
flip-flops and latches | 14 | 39.0
multi-input cells | 39 | 27.0
repair buffers | 22 | 23.2
well taps | 46 | 6.38
clock buffers | 4 | 4.02
inverters | 1 | 0.416
==> worst min-delay path by stage <==
stage | startpoint | to | slack, ns | depth (start not counted)
CTS | rst_n | read_back[1] | 0.31 | 2
global route | rst_n | state[3] | 0.32 | 2
finish | rst_n | read_back[2] | 0.32 | 2
==> power by group through the flow <==
stage / combinational, W / sequential [W] / clock, W
CTS: 0.000114 / 0.000454 / 0.000291
global route: 0.000128 / 0.000458 / 0.000315
finish: 0.000113 / 0.000453 / 0.000274
==> what timing repair did <==
action                     4_1_cts  5_1_grt
pin swaps                        4        3
hold endpoints to repair         0        0
gates resized                   12        1
setup buffers                    2        1
hold buffers                     0        0
setup endpoints to repair        4        3
Power and IR drop assume default switching activity.
